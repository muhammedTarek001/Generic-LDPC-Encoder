[constraint.sdc]
current_design remainder

set clk_period 36.9
set clk_io_pct 0.2

create_clock -name clk0 -period $clk_period

set non_clock_inputs [all_inputs -no_clocks]
set_input_delay [expr $clk_period * $clk_io_pct] -clock clk0 $non_clock_inputs
set_output_delay [expr $clk_period * $clk_io_pct] -clock clk0 [all_outputs]
[run.sh]
#!/bin/bash
# OpenROAD 26Q1-2900-gdf79404cd8, Yosys 0.63+post, stock flow scripts
make -C /OpenROAD-flow-scripts/flow DESIGN_CONFIG=/design/flow/config.mk WORK_HOME=/design/flow/orfs finish
[config.mk]
export PLATFORM = sky130hd
export DESIGN_NAME = remainder
export DESIGN_NICKNAME = remainder
export VERILOG_FILES = /design/flow/design.v
export SDC_FILE = /design/flow/constraint.sdc
export NUM_CORES = 4
export LEC_CHECK = 1
export CORE_UTILIZATION = 30
[design.v]
module remainder (
  input  [8:0] element_dividend,
  input  [8:0] zc_divisor,
  output [8:0] result_element 
);
  assign result_element = element_dividend % zc_divisor;
endmodule
==> flow_summary_export.csv <==
group,metric,value,unit
clock_tree,hold_buffers,0,
drt,drt-initial-drc-count,84,
final_timing,period_needed,29.23,ns
synthesis,area_leaders,"ha_1, xnor2_1, nor2_1",
critical_path,worstPathMaxFanout,17,
synthesis,top_area_frac,0.237,
place,dp_hpwl,5200,µm
min_path,holdPathStages,4,
drt,vias,2491,
drt,antennaDiodeCount,0,
final_layout,lay_top_count,"ha_1",
floorplanning,num_io_pins,27,
final_layout,seq_cells,0,
synthesis,netlist_instances,342,
grt,first_global_vias,2321,
drt,drc,0,
floorplanning,core.rowCount,32,
power_and_ir_drop,finalPower,0.0775,mW
final_layout,register_area,0,µm²
place,place.gp.congestion,0.924,
min_path,worstHoldStart,"element_dividend[0]",
power_and_ir_drop,p_leak,1.22,nW
final_timing,fin_hold_ws,15.81,ns
synthesis,synth_cell_type_count,59,
critical_path,crit_slowest_cell,"or4b_2",
grt,antenna_found_initial,0,
grt,grt_pass1_wl,10600,µm
place,dp_slack,7.65,ns
floorplanning,fp_util,0.313,
final_timing,max_freq,0.0342,GHz
floorplanning,die_h,92.0,µm
final_layout,drive_gt1_frac,0.0667,
critical_path,crit_path_end_kind,"output pin",
outcome,outcome,"finished clean",
critical_path,cp_common_cell,"ha_1",
final_timing,setup_viol,0,
power_and_ir_drop,ir_drop,0.0216,mV
final_timing,tns,0,ns
final_timing,finalClockPeriodUsage,0.792,
clock_tree,cts_resized,0,
final_timing,relSlewSlack,0.531,
min_path,min_to,"result_element[0]",
critical_path,cp-start-kind,"input port",
synthesis,yosys_warnings,0,
synthesis,ys_area,2430,µm²
final_timing,rsz0062_at_grt,"no",
critical_path,critPathArrivalTime,21.85,ns
floorplanning,die_width,92.0,µm
final_layout,fin_util,0.361,
drt,drt-pass1-iter-count,4,
floorplanning,placeableCoreArea,7770,µm²
final_layout,areaGrowthSynthToFinish,15.3,%
grt,grt.overflow.total,0,
drt,viasPerCell,5.39,
grt,grt_max_degree,18,
synthesis,synth_seq_share,0,
final_timing,layout_setup_ws,7.67,ns
synthesis,avgSynthCellArea,7.10,µm²
synthesis,yosys.area.top_type,"ha_1",
final_timing,hold_violations,0,
run,log.warning_count,33,
drt,ant_nets,0,
critical_path,worstPathRequired,29.52,ns
critical_path,crit_buf_inv,6,
min_path,hp-class,"in -> out",
run,cap_violations,0,
final_layout,clock_buffers,0,
grt,track_usage,0.153,
critical_path,crit_type,"in -> out",
synthesis,syn_area,2430,µm²
drt,wl_per_cell,13.5,µm
final_layout,lay_top_cells,"ha_1, nor2_1, inv_1, clkdlybuf4s50_1, a21oi_1",
synthesis,ys_cells,342,
power_and_ir_drop,p_per_area,27.7,nW/µm²
critical_path,crit_family,"AND-OR/OR-AND gates",
final_timing,slew_viol_final,0,
final_timing,worst_pin_slew,0.685,ns
clock_tree,cts_setup_buffers,0,
drt,wirelength,6240,µm
critical_path,critical_path.max_stage_delay,0.64,ns
place,io_buffers,27,
floorplanning,chip_area,8460,µm²
power breakdown:
part | internal, mW | switching (mW)
clock network | 0 | 0
logic | 0.0400 | 0.0375
registers | 0 | 0
total | 0.0400 | 0.0375
routing by layer:
| layer | track usage | wire length, µm | vias up | share of wire |
|---|---|---|---|---|
| met5 | 0 | 0 | - | 0 |
| met4 | 0.00911 | 48 | 0 | 0.0077 |
| met3 | 0.000844 | 127 | 6 | 0.020 |
| met2 | 0.264 | 2820 | 44 | 0.45 |
| met1 | 0.227 | 3240 | 1119 | 0.52 |
| li1 | - | - | 1322 | - |
cell usage after synthesis, types with 8 or more instances:
cell	count
a21o_1	9
a21oi_1	25
clkbuf_1	11
ha_1	46
inv_1	28
mux2_2	8
nand2_1	18
nor2_1	36
nor3_1	14
o21a_1	9
o21ai_0	16
or3_1	8
xnor2_1	17
xor2_1	10
worst max path at each step:
stage / startpoint / cells past startpoint / end / slack, ns
CTS: zc_divisor[0] / 57 / result_element[5] / 7.62
global route: zc_divisor[0] / 58 / result_element[5] / 6.55
finish: zc_divisor[0] / 57 / result_element[5] / 7.67
through the flow:
step                      std cells  instance area, µm²
after global routing            462                2800
after detailed placement        462                2800
after CTS                       462                2800
final                           462                2800
after floorplan                 342                2430
after global placement          462                2800
final cells by class:
type               instances  area [µm²]
well taps                102         128
fillers                  841        4970
repair buffers            29         285
multi-input cells        303        2280
inverters                 28         105
cell families after synthesis:
logic type	synth area share
XOR/XNOR	0.0973
multiplexers	0.0577
adder cells (fa/ha/maj)	0.245
AND/OR/NAND/NOR	0.227
AND-OR/OR-AND	0.313
buffers and inverters	0.0602
Power is estimated from default activity; no workload was simulated.
